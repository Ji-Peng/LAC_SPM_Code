`/design/flow/run.sh`:
```
#!/bin/bash
# OpenROAD 26Q1-2900-gdf79404cd8, Yosys 0.63+post, stock flow scripts
make -C /OpenROAD-flow-scripts/flow DESIGN_CONFIG=/design/flow/config.mk WORK_HOME=/design/flow/orfs finish
```
`/design/flow/design.v`:
```
module delay
#(
  parameter WIDTH = 1,
  parameter DELAY = 1
)
(
  input  wire clk,
  input  wire [WIDTH-1:0] din,
  output wire [WIDTH-1:0] dout
);
reg [WIDTH-1:0] level_buf [1:DELAY+1];
wire [WIDTH-1:0] level [0:DELAY];
assign level[0] = din;
integer j;
initial
 begin
   for (j = 1; j <= DELAY; j = j + 1)
     level_buf[j] = {WIDTH{1'b0}};
end
genvar i;
generate
  for (i=0; i < DELAY; i=i+1)
    begin : gen_delay
      always @(posedge clk)
       begin
          level_buf[i+1] <= level[i];
        end
      assign level[i+1] = level_buf[i+1];
    end
endgenerate
assign dout = level[DELAY];
endmodule
module ram
#(
  parameter WIDTH = 8,
  parameter DEPTH = 64
)
(
  input  wire                 clk,
  input  wire [WIDTH-1:0]     data,
  input  wire [$clog2(DEPTH)-1:0] rdaddress,
  input  wire                 rden,
  input  wire [$clog2(DEPTH)-1:0] wraddress,
  input  wire                 wren,
  output reg  [WIDTH-1:0]     q
);
  reg [WIDTH-1:0] mem [0:DEPTH-1];
  always @ (posedge clk)
  begin
    if (wren)
      mem[wraddress] <= data;
  end
  always @ (posedge clk)
  begin
    if (rden)
      q <= mem[rdaddress];
  end
endmodule
module ram_dual
       #(
         parameter WIDTH = 8,
         parameter DEPTH = 64
       )
       (
         input  wire                 clk,
         input  wire [WIDTH-1:0]     data_0,
         input  wire [WIDTH-1:0]     data_1,
         input  wire [$clog2(DEPTH)-1:0] address_0,
         input  wire [$clog2(DEPTH)-1:0] address_1,
         input  wire                 wren_0,
         input  wire                 wren_1,
         output reg  [WIDTH-1:0]     q_0,
         output reg  [WIDTH-1:0]     q_1
       );
reg [WIDTH-1:0] mem [0:DEPTH-1];
always @ (posedge clk)
  begin
    if (wren_0)
      begin
        mem[address_0] <= data_0;
        q_0 <= data_0;
      end
    else
      q_0 <= mem[address_0];
  end
always @ (posedge clk)
  begin
    if (wren_1)
      begin
        mem[address_1] <= data_1;
        q_1 <= data_1;
      end
    else
      q_1 <= mem[address_1];
  end
endmodule
module sparse_mul_lac128_4
#(
  parameter PARAM_Q = 251,
  parameter POLY_LEN = 512,  
  parameter CORE_NUM = 4,  
  parameter SPARSE_NUM = 256,  
  parameter COEFF_WIDTH = 8,  
  parameter FILE_POLY = "",  
  parameter FILE_POS = "",  
  parameter POS_WIDTH = $clog2(POLY_LEN),
  parameter POS_MEM_DEPTH = (SPARSE_NUM+CORE_NUM-1)/CORE_NUM,
  parameter POS_MEM_WIDTH = (POS_WIDTH + 1)*CORE_NUM  
)
(
	input wire rst,
	input wire clk,
	input wire start,
	output reg done = 1'b0,
  output reg busy = 1'b0,
  input wire [1:0] comp_type,
  input wire mem_poly_wren,   
  input wire [$clog2(POLY_LEN)-1:0] mem_poly_wr_addr, 
  input wire signed [COEFF_WIDTH-1:0] mem_poly_din,
  input wire mem_pos_wren,
  input wire [$clog2(POS_MEM_DEPTH)-1:0] mem_pos_wr_addr,
  input wire [POS_MEM_WIDTH-1:0] mem_pos_din, 
  input wire sw_mem_res_rden,
  input wire [$clog2(POLY_LEN)-1:0] sw_mem_res_rd_addr,
  output wire signed [COEFF_WIDTH-1:0] mem_res_dout
); 
reg [$clog2(POLY_LEN)-1:0] mem_poly_rd_addr_0 = {($clog2(POLY_LEN)){1'b0}};
reg [$clog2(POLY_LEN)-1:0] mem_poly_rd_addr_1 = {($clog2(POLY_LEN)){1'b0}};
reg [$clog2(POLY_LEN)-1:0] mem_poly_rd_addr_2 = {($clog2(POLY_LEN)){1'b0}};
reg [$clog2(POLY_LEN)-1:0] mem_poly_rd_addr_3 = {($clog2(POLY_LEN)){1'b0}};
wire signed [COEFF_WIDTH-1:0] mem_poly_dout_0; 
wire signed [COEFF_WIDTH-1:0] mem_poly_dout_1; 
wire signed [COEFF_WIDTH-1:0] mem_poly_dout_2; 
wire signed [COEFF_WIDTH-1:0] mem_poly_dout_3; 
reg signed [COEFF_WIDTH-1:0] mem_poly_dout_corrected_0 = {COEFF_WIDTH{1'b0}}; 
reg signed [COEFF_WIDTH-1:0] mem_poly_dout_corrected_1 = {COEFF_WIDTH{1'b0}}; 
reg signed [COEFF_WIDTH-1:0] mem_poly_dout_corrected_2 = {COEFF_WIDTH{1'b0}}; 
reg signed [COEFF_WIDTH-1:0] mem_poly_dout_corrected_3 = {COEFF_WIDTH{1'b0}}; 
reg [$clog2(POS_MEM_DEPTH)-1:0] mem_pos_rd_addr = {$clog2(POS_MEM_DEPTH){1'b0}};
wire [POS_MEM_WIDTH-1:0] mem_pos_dout;
wire sign_0;
wire sign_1;
wire sign_2;
wire sign_3;
wire [POS_WIDTH-1:0] position_0;
wire [POS_WIDTH-1:0] position_1;
wire [POS_WIDTH-1:0] position_2;
wire [POS_WIDTH-1:0] position_3;
wire signed [COEFF_WIDTH:0] mem_dout_sum;
reg mem_res_wren = 1'b0; 
reg [$clog2(POLY_LEN)-1:0] mem_res_wr_addr = {$clog2(POLY_LEN){1'b0}};
reg [$clog2(POLY_LEN)-1:0] mem_res_rd_addr = {$clog2(POLY_LEN){1'b0}};
reg signed [COEFF_WIDTH-1:0] mem_res_din = {COEFF_WIDTH{1'b0}};  
wire signed [COEFF_WIDTH-1:0] mem_res_dout_corrected; 
reg first_round = 1'b0;
reg last_round = 1'b0;
reg [$clog2(POS_MEM_DEPTH)-1:0] round_counter = {$clog2(POS_MEM_DEPTH){1'b0}};
reg [$clog2(POLY_LEN)-1:0] read_counter = {$clog2(POLY_LEN){1'b0}};  
reg round_done = 1'b0; 
wire mem_pos_dout_valid_pre;
wire mem_pos_dout_valid;
wire mem_res_rd_en_start;
wire mem_res_wr_en_start;
wire read_counter_start;
wire signed [COEFF_WIDTH+1:0] mem_poly_dout_corrected_sum;
wire signed [COEFF_WIDTH+1-1:0] mem_poly_dout_corrected_sum_corrected_0;
wire signed [COEFF_WIDTH+0-1:0] mem_poly_dout_corrected_sum_corrected_1;
reg signed [COEFF_WIDTH+1-1:0] mem_poly_dout_corrected_sum_corrected_0_buf = {(COEFF_WIDTH+1){1'b0}};
reg signed [COEFF_WIDTH+0-1:0] mem_poly_dout_corrected_sum_corrected_1_buf = {(COEFF_WIDTH+0){1'b0}};
reg signed [COEFF_WIDTH+1:0] mem_poly_dout_corrected_sum_buf = {(COEFF_WIDTH+1+1){1'b0}};
assign mem_pos_dout_valid = mem_pos_dout_valid_pre & busy;
assign sign_0 = mem_pos_dout[(POS_WIDTH + 1)*0];
assign sign_1 = mem_pos_dout[(POS_WIDTH + 1)*1];
assign sign_2 = mem_pos_dout[(POS_WIDTH + 1)*2];
assign sign_3 = mem_pos_dout[(POS_WIDTH + 1)*3];
assign position_0 = mem_pos_dout[(POS_WIDTH + 1)*1-1:(POS_WIDTH + 1)*0+1];
assign position_1 = mem_pos_dout[(POS_WIDTH + 1)*2-1:(POS_WIDTH + 1)*1+1];
assign position_2 = mem_pos_dout[(POS_WIDTH + 1)*3-1:(POS_WIDTH + 1)*2+1];
assign position_3 = mem_pos_dout[(POS_WIDTH + 1)*4-1:(POS_WIDTH + 1)*3+1];
assign mem_poly_dout_corrected_sum = mem_poly_dout_corrected_0 + mem_poly_dout_corrected_1 + mem_poly_dout_corrected_2 + mem_poly_dout_corrected_3;
assign mem_poly_dout_corrected_sum_corrected_0 = (mem_poly_dout_corrected_sum_buf >= 2*PARAM_Q) ? (mem_poly_dout_corrected_sum_buf - 2*PARAM_Q) : 
                                                 ((mem_poly_dout_corrected_sum_buf + 2*PARAM_Q) < 0) ? (mem_poly_dout_corrected_sum_buf + 2*PARAM_Q) :
                                                 mem_poly_dout_corrected_sum_buf;
assign mem_poly_dout_corrected_sum_corrected_1 = (mem_poly_dout_corrected_sum_corrected_0_buf >= 1*PARAM_Q) ? (mem_poly_dout_corrected_sum_corrected_0_buf - 1*PARAM_Q) :
                                                 ((mem_poly_dout_corrected_sum_corrected_0_buf + 1*PARAM_Q) < 0) ? (mem_poly_dout_corrected_sum_corrected_0_buf + 1*PARAM_Q) : 
                                                 mem_poly_dout_corrected_sum_corrected_0_buf;
assign mem_res_dout_corrected = first_round ? {COEFF_WIDTH{1'b0}} : mem_res_dout;
assign mem_dout_sum = ((mem_res_dout_corrected + mem_poly_dout_corrected_sum_corrected_1_buf) >= PARAM_Q) ? (mem_res_dout_corrected + mem_poly_dout_corrected_sum_corrected_1_buf - PARAM_Q) : 
                      ((mem_res_dout_corrected + mem_poly_dout_corrected_sum_corrected_1_buf + PARAM_Q) < 0) ? (mem_res_dout_corrected + mem_poly_dout_corrected_sum_corrected_1_buf + PARAM_Q) :
                      (mem_res_dout_corrected + mem_poly_dout_corrected_sum_corrected_1_buf);
always @(posedge clk) 
  begin
      first_round <= start ? 1'b1 :
                     round_done ? 1'b0 :
                     first_round;
      busy <= start ? 1'b1 :
              done ? 1'b0 :
              busy;
      mem_pos_rd_addr <= (start | done) ? 1'b0 :
                         round_done ? mem_pos_rd_addr + 1 :
                         mem_pos_rd_addr;
      read_counter <= (start | round_done) ? {($clog2(POLY_LEN)){1'b0}} :
                      (read_counter_start | (read_counter > 0)) ? read_counter + 1 :
                      read_counter;
      mem_poly_dout_corrected_sum_buf <= mem_poly_dout_corrected_sum;
      mem_poly_dout_corrected_sum_corrected_0_buf <= mem_poly_dout_corrected_sum_corrected_0;
      mem_poly_dout_corrected_sum_corrected_1_buf <= mem_poly_dout_corrected_sum_corrected_1;
      mem_poly_rd_addr_0 <= mem_pos_dout_valid ? POLY_LEN - position_0 :
                            busy ? mem_poly_rd_addr_0 + 1 : 
                            mem_poly_rd_addr_0;
      mem_poly_rd_addr_1 <= mem_pos_dout_valid ? POLY_LEN - position_1 :
                            busy ? mem_poly_rd_addr_1 + 1 : 
                            mem_poly_rd_addr_1;
      mem_poly_rd_addr_2 <= mem_pos_dout_valid ? POLY_LEN - position_2 :
                            busy ? mem_poly_rd_addr_2 + 1 : 
                            mem_poly_rd_addr_2;
      mem_poly_rd_addr_3 <= mem_pos_dout_valid ? POLY_LEN - position_3 :
                            busy ? mem_poly_rd_addr_3 + 1 : 
                            mem_poly_rd_addr_3;
      mem_poly_dout_corrected_0 <= (sign_0 & (read_counter >= position_0)) | ((sign_0 == 1'b0) & (read_counter < position_0)) ? mem_poly_dout_0 :
                                   $signed({COEFF_WIDTH{1'b0}})-mem_poly_dout_0;
      mem_poly_dout_corrected_1 <= (sign_1 & (read_counter >= position_1)) | ((sign_1 == 1'b0) & (read_counter < position_1)) ? mem_poly_dout_1 :
                                   $signed({COEFF_WIDTH{1'b0}})-mem_poly_dout_1;
      mem_poly_dout_corrected_2 <= (sign_2 & (read_counter >= position_2)) | ((sign_2 == 1'b0) & (read_counter < position_2)) ? mem_poly_dout_2 :
                                   $signed({COEFF_WIDTH{1'b0}})-mem_poly_dout_2;
      mem_poly_dout_corrected_3 <= (sign_3 & (read_counter >= position_3)) | ((sign_3 == 1'b0) & (read_counter < position_3)) ? mem_poly_dout_3 :
                                   $signed({COEFF_WIDTH{1'b0}})-mem_poly_dout_3;
      mem_res_rd_addr <= (start | round_done) ? 1'b0 :  
                         (mem_res_rd_en_start | (mem_res_rd_addr > 0)) ?  mem_res_rd_addr + 1 :
                         mem_res_rd_addr;
      mem_res_wren <= (start | round_done) ? 1'b0 :  
                      mem_res_wr_en_start ? 1'b1 :
                      mem_res_wren; 
      mem_res_wr_addr <= (start | round_done) ? {$clog2(POLY_LEN){1'b0}} :
                         mem_res_wren ? mem_res_wr_addr + 1 :
                         mem_res_wr_addr;
      mem_res_din <= mem_dout_sum;
      round_done <= busy & (mem_res_wr_addr == (POLY_LEN-2));
      round_counter <= (start | done) ? {($clog2(POS_MEM_DEPTH)){1'b0}} :
                       round_done ? round_counter + 1 :
                       round_counter;
      last_round <= (start | done) ? 1'b0 :
                    (round_done & (round_counter == (POS_MEM_DEPTH-2))) ? 1'b1 :
                    last_round;
      done <= (round_done & (round_counter == (POS_MEM_DEPTH-1))); 
  end
ram_dual #(.WIDTH(COEFF_WIDTH), .DEPTH(POLY_LEN)) mem_dual_poly_copy_inst_0_1 (
  .clk(clk),
  .data_0(mem_poly_din),
  .data_1({COEFF_WIDTH{1'b0}}),
  .address_0(mem_poly_wren ? mem_poly_wr_addr : mem_poly_rd_addr_0),
  .address_1(mem_poly_rd_addr_1),
  .wren_0(mem_poly_wren),
  .wren_1(1'b0),
  .q_0(mem_poly_dout_0),
  .q_1(mem_poly_dout_1)
); 
ram_dual #(.WIDTH(COEFF_WIDTH), .DEPTH(POLY_LEN)) mem_dual_poly_copy_inst_2_3 (
  .clk(clk),
  .data_0(mem_poly_din),
  .data_1({COEFF_WIDTH{1'b0}}),
  .address_0(mem_poly_wren ? mem_poly_wr_addr : mem_poly_rd_addr_2),
  .address_1(mem_poly_rd_addr_3),
  .wren_0(mem_poly_wren),
  .wren_1(1'b0),
  .q_0(mem_poly_dout_2),
  .q_1(mem_poly_dout_3)
); 
ram #(.WIDTH(POS_MEM_WIDTH), .DEPTH(POS_MEM_DEPTH)) mem_pos_inst(
	.clk(clk),
	.data(mem_pos_din),
	.rdaddress(mem_pos_rd_addr),
	.rden(busy),
	.wraddress(mem_pos_wr_addr),
	.wren(mem_pos_wren),
	.q(mem_pos_dout)
);
ram_dual #(.WIDTH(COEFF_WIDTH), .DEPTH(POLY_LEN)) mem_dual_res_inst (
  .clk(clk),
  .data_0(mem_res_din),
  .data_1({COEFF_WIDTH{1'b0}}),
  .address_0(mem_res_wr_addr),
  .address_1(sw_mem_res_rden ? sw_mem_res_rd_addr : mem_res_rd_addr),
  .wren_0(mem_res_wren),
  .wren_1(1'b0),
  .q_0(),
  .q_1(mem_res_dout)
);
delay #(.WIDTH(1), .DELAY(2)) delay_inst_mem_pos_dout_valid_pre(
  .clk(clk),
  .din(start | round_done),
  .dout(mem_pos_dout_valid_pre)
);
delay #(.WIDTH(1), .DELAY(2)) delay_inst_read_counter_start(
  .clk(clk),
  .din(mem_pos_dout_valid),
  .dout(read_counter_start)
);
delay #(.WIDTH(1), .DELAY(3)) delay_inst_mem_res_rd_en_start(
  .clk(clk),
  .din(read_counter_start),
  .dout(mem_res_rd_en_start)
);
delay #(.WIDTH(1), .DELAY(1)) delay_inst_mem_res_wr_en_start(
  .clk(clk),
  .din(mem_res_rd_en_start),
  .dout(mem_res_wr_en_start)
);
endmodule
```
`/design/flow/config.mk`:
```
export PLATFORM = sky130hd
export DESIGN_NAME = sparse_mul_lac128_4
export DESIGN_NICKNAME = sparse_mul_lac128_4
export VERILOG_FILES = /design/flow/design.v
export SDC_FILE = /design/flow/constraint.sdc
export NUM_CORES = 4
export LEC_CHECK = 1
export CORE_UTILIZATION = 30
export SYNTH_MEMORY_MAX_BITS = 65536
```
`/design/flow/constraint.sdc`:
```
current_design sparse_mul_lac128_4

set clk_period 436.5
set clk_io_pct 0.2

create_clock -name clk0 -period $clk_period [get_ports {clk}]

set non_clock_inputs [all_inputs -no_clocks]
set_input_delay [expr $clk_period * $clk_io_pct] -clock clk0 $non_clock_inputs
set_output_delay [expr $clk_period * $clk_io_pct] -clock clk0 [all_outputs]
```
==> notes.md <==
Implementation numbers.

- The estimated wirelength of the detail-placed design is 1,360,000 µm.
- In the synthesized netlist the dominant register cell turns out to be sky130_fd_sc_hd__edfxtp_1.
- The total core area reads 2,160,000 µm².
- Per the skew report, the later register of the worst-skew pair sees a clock latency of 1.44 ns.
- Buffers added to address setup during post-CTS repair amount to 0.
- The finished cells cover 747,000 µm².
- In the final timing run, aggregate negative setup slack is 0 ns.
- The leakage power figure reads 227 nW.
- The register area is 451,000 µm².
- The post-synthesis register bit count reads 15,100.
- The final routed DRC violation total reads 0.
- In this run the worst hold path is classified as flop to flop.
- Post-CTS repair ended up resizing 0 cells.
- The OpenROAD report gives the critical path a data arrival time of 95.20 ns.
- STA classifies the critical path startpoint as an input pin.
- For reference, the final report shows the hold violation count at 0.
- The vertical die dimension reads 1470 µm.
- Max-slew check failures listed in the final report amount to 0.
- The floorplan core density is 30.1%.
- Per the run summary, max-cap violations total 0.
- The worst path needs 93.87 ns of the cycle, external delays included.
- The clock transition at the register clock pins on the worst setup and hold paths after CTS reads 0.06 ns.
- The routed length per placed instance reads 33.2 µm.
- Dividing the detail-routed via count by the number of cells gives 5.46.
- The sequential fraction of the synthesis area is 69.5%.
- The TritonCTS clock tree reads yes.
- The overall die width reads 1470 µm.
- In this run the number of H-tree levels came out at 7.
- The number of fill cells in the layout is 196,000.
- The iteration-0 DRC count of the detailed router reads 24,400.
- The aggregate routed wire length is 2,100,000 µm.
- Per the GRT congestion report, total overflow comes to 0.
- The global-route met1 utilization is 18.8%.
- In the synthesis report, Yosys lists the chip area as 649,000 µm².
- Per the layout area report, the combinational gate area comes to 189,000 µm².
- Entering global routing, the biggest net connects 145 pins.
- After layout, the setup clock skew is reported as 0.211 ns.
- The mean post-synth cell area reads 20.9 µm².
- The portion of the clock cycle consumed by the worst path in the final layout is 21.5%.
- The fraction of met2 tracks used by global routing is 29.0%.
- The slowest cell on the critical path reads sky130_fd_sc_hd__mux2i_1.
- The total via count after detailed routing is 345,000.
- Counting flops with a built-in enable in the synthesized netlist gives 14,900.
- The count of nets left with antenna violations after detail routing is 0.
- The peak-usage layer in the global routing report is met2.
- 90 I/O pins were placed.
- The initial antenna violation count reads 244.
- The worst supply voltage drop on vdd reads 0.00509 mV.
- In this design, the critical path's most frequently occurring cell is sky130_fd_sc_hd__buf_4.
- At the pin with the least slew margin, the transition time is 1.47 ns.
- The global-route wire length before repair reads 2,920,000 µm.
- The number of iterations in the first detailed-routing pass is 8.
- The number of warnings printed during yosys synthesis is 9.
- As logged by OpenROAD, the buffers inserted on ports number 86.
- The kind of critical path reads input pin to flop.
- The tree is rooted in a sky130_fd_sc_hd__clkbuf_16.
- The run finished with clean final reports.
- The post-synthesis cell count from yosys reads 31,100.
- The clock buffer count from CTS reads 1,556.
- The post-synthesis instance area reads 649,000 µm².
- The proportion of register bits with asynchronous set or reset after synthesis is 0%.
- In the global route stage, met3 resource usage came out at 19.9%.
- The total of hold buffers inserted after clock tree synthesis is 0.
- The placement-stage cell area is 695,000 µm².
- The post-route netlist has 33.1% of its cells at a drive strength greater than 1.
- The number of distinct library cells after synthesis is 85.
- The tool warning count for the run is 94.
- STA classifies the critical path endpoint as a flop.
- Setup repair after global routing left no endpoint under its margin.
- Synthesis produced a netlist whose cell count is 31,100.
- The delay of the slowest cell on the worst path is 0.79 ns.
- In the global route stage, overall resource usage came out at 20.5%.
- The highest net fanout along the worst path is 73.
- For reference, the placement row count at floorplan is 540.
- The area of the die reads 2,170,000 µm².
- The headroom to the max-slew limit is 1.70%.
- In the final report, the number of endpoints failing setup comes to 0.
- The critical path in the final layout is reported with a setup slack of 342.63 ns.
- The clock tree buffer depth is 6.
- The number of sinks driven by the clock tree is 15,100.
- The placement-stage worst setup slack reads 341.11 ns.
- The number of global-route vias before repair reads 386,000.
- The highest clock rate is 10.7 MHz.
- The power density over the cells reads 4.70 nW/µm².
- Data on the critical path is required at its endpoint by 437.83 ns.
- The placer congestion estimate is 0.972.
- The report lists the cells along the critical path as clkdlybuf4s50_1 -> buf_4 -> o21ai_4 -> buf_4 -> buf_4 -> buf_4 -> buf_12 -> buf_4 -> mux4_2 -> and2_1 -> a211oi_1 -> a31oi_1 -> a21oi_1 -> a21oi_1 -> mux2i_1 -> mux2i_1 -> mux2_2.
- Compared with the post-synthesis result, the final layout area differs by 15.0%.
[final cells by class]
class                      count  area share (%)
antenna                      466           0.156
clock buffer                1841            5.41
clock inverter               940            1.37
inverter                     138          0.0719
multi-input combinational  13600            25.2
sequential                 15100            60.5
tap                        28700            4.81
timing repair buffer        2359            2.48
[cells by family after synthesis]
group,after synthesis,synth area share (%)
and+or+nand+nor,3862,2.55
adders and majority gates,100,0.214
muxes,7401,23.7
AOI/OAI and AO/OA,2073,2.22
DFF,15100,69.5
xor gates and xnor gates,117,0.158
buffers and inverters,2418,1.65
[per-stage QoR]
| stage | std cells | utilization (%) | power (mW) | hold WS (ns) |
|---|---|---|---|---|
| 5_1_grt | 62900 | 34.6 | 3.60 | 0.338 |
| 6_report | 63100 | 34.6 | 3.51 | 0.327 |
| 3_3_place_gp | 59900 | 32.2 | 2.19 | 0.313 |
| 2_1_floorplan | 31100 | - | 2.01 | 0.310 |
| 3_5_place_dp | 59900 | 32.2 | 2.19 | 0.313 |
| 4_1_cts | 62600 | 34.5 | 3.52 | 0.325 |
[final timing paths]
check,end,start,depth (start not counted),slack (ns)
hold reg to reg,delay_inst_mem_pos_dout_valid_pre.level_buf[2],delay_inst_mem_pos_dout_valid_pre.level_buf[1],0,0.33
hold / removal,delay_inst_mem_pos_dout_valid_pre.level_buf[2],delay_inst_mem_pos_dout_valid_pre.level_buf[1],0,0.33
setup / recovery,mem_dual_res_inst.q_1[6],sw_mem_res_rden,17,342.63
setup reg to reg,mem_poly_dout_corrected_2[6],flop,17,428.54
[layout by cell type (no fill, tap or decap), types with 77 or more instances in the layout]
master | synthesis | layout
sky130_fd_sc_hd__nand3_1 | 167 | 166
sky130_fd_sc_hd__and2_1 | 283 | 282
sky130_fd_sc_hd__nand4_1 | 94 | 94
sky130_fd_sc_hd__o21ai_0 | 137 | 135
sky130_fd_sc_hd__nor3_1 | 99 | 81
sky130_fd_sc_hd__clkbuf_16 | 0 | 1572
sky130_fd_sc_hd__clkbuf_1 | 1278 | 266
sky130_fd_sc_hd__nor2_1 | 1865 | 1776
sky130_fd_sc_hd__clkinvlp_4 | 0 | 78
sky130_fd_sc_hd__a211oi_1 | 378 | 374
sky130_fd_sc_hd__o221ai_1 | 77 | 77
sky130_fd_sc_hd__ha_1 | 82 | 82
sky130_fd_sc_hd__clkinv_2 | 0 | 252
sky130_fd_sc_hd__inv_1 | 132 | 128
sky130_fd_sc_hd__o22ai_1 | 210 | 210
sky130_fd_sc_hd__a31oi_1 | 173 | 173
sky130_fd_sc_hd__mux4_2 | 6360 | 6360
sky130_fd_sc_hd__clkinv_1 | 5 | 319
sky130_fd_sc_hd__a21oi_1 | 342 | 342
sky130_fd_sc_hd__diode_2 | 0 | 466
sky130_fd_sc_hd__dfxtp_1 | 161 | 129
sky130_fd_sc_hd__a22oi_1 | 336 | 336
sky130_fd_sc_hd__nand2_1 | 1109 | 1061
sky130_fd_sc_hd__a311oi_1 | 139 | 139
sky130_fd_sc_hd__mux2i_1 | 973 | 967
sky130_fd_sc_hd__buf_4 | 101 | 2214
sky130_fd_sc_hd__edfxtp_1 | 14900 | 14900
sky130_fd_sc_hd__xnor2_1 | 82 | 82
sky130_fd_sc_hd__bufinv_16 | 0 | 183
[state kept, by name (all words and copies together) (netlist names), 9 cells and up, named ones only]
name / flops
mem_dual_poly_copy_inst_0_1.mem: 4096
mem_dual_poly_copy_inst_2_3.mem: 4096
mem_dual_res_inst.mem: 4096
mem_pos_inst.mem: 2560
mem_pos_inst.q: 40
mem_poly_dout_corrected_sum_buf: 10
mem_poly_dout_corrected_sum_corrected_0_buf: 9
mem_poly_rd_addr_0: 9
mem_poly_rd_addr_1: 9
mem_poly_rd_addr_2: 9
mem_poly_rd_addr_3: 9
mem_res_rd_addr: 9
mem_res_wr_addr: 9
read_counter: 9
[report_power, final]
group	switching (mW)	internal, mW	total (mW)
Combinational	0.323	0.172	0.495
Clock	0.568	0.770	1.34
Sequential	0.0162	1.66	1.68
[worst max-delay path, delay by kind of cell]
family          cells  cell delay [ns]
buf+inv             7             3.80
mux                 4             1.88
compound gates      5             1.73
simple gates        1             0.19
[layer usage]
metal / share of wire (%) / wire length [µm]
met5: 0.63 / 13300
met4: 5.9 / 123000
met3: 21 / 443000
met2: 45 / 938000
met1: 28 / 579000
[synth_stat cells, types with 20 or more instances]
master / count / share of area (%)
sky130_fd_sc_hd__edfxtp_1: 14900 / 69
sky130_fd_sc_hd__mux4_2: 6360 / 22
sky130_fd_sc_hd__nor2_1: 1865 / 1.1
sky130_fd_sc_hd__clkbuf_1: 1278 / 0.74
sky130_fd_sc_hd__nand2_1: 1109 / 0.64
sky130_fd_sc_hd__mux2i_1: 973 / 1.5
sky130_fd_sc_hd__buf_1: 482 / 0.28
sky130_fd_sc_hd__a211oi_1: 378 / 0.44
sky130_fd_sc_hd__a21oi_1: 342 / 0.26
sky130_fd_sc_hd__a22oi_1: 336 / 0.39
sky130_fd_sc_hd__buf_2: 319 / 0.25
sky130_fd_sc_hd__and2_1: 283 / 0.27
sky130_fd_sc_hd__o22ai_1: 210 / 0.20
sky130_fd_sc_hd__a31oi_1: 173 / 0.17
sky130_fd_sc_hd__nand3_1: 167 / 0.13
sky130_fd_sc_hd__dfxtp_1: 161 / 0.50
sky130_fd_sc_hd__a311oi_1: 139 / 0.19
sky130_fd_sc_hd__o21ai_0: 137 / 0.11
sky130_fd_sc_hd__inv_1: 132 / 0.076
sky130_fd_sc_hd__buf_4: 101 / 0.12
sky130_fd_sc_hd__nor3_1: 99 / 0.076
sky130_fd_sc_hd__nand4_1: 94 / 0.091
sky130_fd_sc_hd__ha_1: 82 / 0.16
sky130_fd_sc_hd__xnor2_1: 82 / 0.11
sky130_fd_sc_hd__buf_6: 81 / 0.14
sky130_fd_sc_hd__o221ai_1: 77 / 0.10
sky130_fd_sc_hd__mux2_2: 68 / 0.12
sky130_fd_sc_hd__nor2b_1: 46 / 0.044
sky130_fd_sc_hd__nor4_1: 41 / 0.040
sky130_fd_sc_hd__xor2_1: 35 / 0.047
sky130_fd_sc_hd__a221oi_1: 34 / 0.046
sky130_fd_sc_hd__a22o_1: 34 / 0.046
sky130_fd_sc_hd__o211ai_1: 34 / 0.039
sky130_fd_sc_hd__o21a_1: 34 / 0.039
sky130_fd_sc_hd__and3_1: 32 / 0.031
sky130_fd_sc_hd__nand2b_1: 30 / 0.029
sky130_fd_sc_hd__o31ai_1: 20 / 0.023
Power is estimated from default activity; no workload was simulated.
